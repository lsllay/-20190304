===== /design/flow/run.sh =====
#!/bin/bash
# OpenROAD 26Q1-2900-gdf79404cd8, Yosys 0.63+post, stock flow scripts
make -C /OpenROAD-flow-scripts/flow DESIGN_CONFIG=/design/flow/config.mk WORK_HOME=/design/flow/orfs finish

===== /design/flow/config.mk =====
export PLATFORM = sky130hd
export DESIGN_NAME = Display
export DESIGN_NICKNAME = Display
export VERILOG_FILES = /design/flow/design.v
export SDC_FILE = /design/flow/constraint.sdc
export NUM_CORES = 4
export LEC_CHECK = 1
export CORE_UTILIZATION = 50

===== /design/flow/constraint.sdc =====
current_design Display

set clk_period 4.7
set clk_io_pct 0.2

create_clock -name clk0 -period $clk_period [get_ports {clk}]
create_clock -name clk1 -period $clk_period [get_ports {clk_display}]

set non_clock_inputs [all_inputs -no_clocks]
set_input_delay [expr $clk_period * $clk_io_pct] -clock clk0 $non_clock_inputs
set_output_delay [expr $clk_period * $clk_io_pct] -clock clk0 [all_outputs]

===== /design/flow/design.v =====
`timescale 1ns / 1ps
module Display(
    input clk,
    input clk_display,
    input Auto_End,
    input Power,
    input [7:0] water_level,
    input [7:0] c_time,
    input [7:0] a_time,
    input [7:0] ct_time,
    output reg [7:0] out,
    output reg [7:0] AN
 );
    initial out = 8'b11111111;
    initial AN = 8'b11111111;
    reg [7:0] water[1:0],ctime[1:0],atime[1:0],cttime[1:0];
    always@(posedge clk)
    begin
        water[0] <= water_level % 10;
        water[1] <= water_level / 10;
        ctime[0] <=  c_time % 10;
        ctime[1] <=  c_time / 10;
        atime[0] <=  a_time % 10;
        atime[1] <=  a_time / 10;
        cttime[0] <= Auto_End ? (ct_time % 10): 10;
        cttime[1] <= Auto_End ? (ct_time / 10): 10; 
    end
    reg [3:0] counter;
    initial counter = 0;
    always@(posedge clk_display) counter <= (counter + 1) % 8;
    always@(posedge clk_display)
    begin
        case(counter)                 
            0: AN <= 8'b11111110;             
            1: AN <= 8'b11111101;
            2: AN <= 8'b11111011;
            3: AN <= 8'b11110111;
            4: AN <= 8'b11101111;
            5: AN <= 8'b11011111;
            6: AN <= 8'b10111111;
            7: AN <= 8'b01111111;
            default:AN <= 8'b11111110;
        endcase
    end
    reg [3:0] num_display;
    initial num_display = 4'b1111;
    always@(posedge clk_display)
    begin
        case(counter)
            0: num_display <= water[0];
            1: num_display <= water[1];
            2: num_display <= ctime[0];
            3: num_display <= ctime[1];
            4: num_display <= atime[0];
            5: num_display <= atime[1];
            6: num_display <= cttime[0];
            7: num_display <= cttime[1];
            default: num_display <= 4'b1111;
        endcase
    end
    always@(Power or num_display)
    begin
        if(Power == 0) out <= 8'b11111111;
        else
            begin
                case(num_display)
                    0: out <= 8'b11000000;
                    1: out <= 8'b11111001;
                    2: out <= 8'b10100100;
                    3: out <= 8'b10110000;
                    4: out <= 8'b10011001;
                    5: out <= 8'b10010010;
                    6: out <= 8'b10000010;
                    7: out <= 8'b11111000;
                    8: out <= 8'b10000000;
                    9: out <= 8'b10010000;
                    default: out <= 8'b11111111;
                endcase
            end
    end   
endmodule

==> design notes <==
For the relative slew slack, the log shows 0.599. The sum of overflow across all layers after global routing was 0. Post-CTS timing repair inserted 0 buffers for setup.

The run gives 7740 um for the half-perimeter wire length after placement. For reference, the placement row count at floorplan is 34. The synthesized netlist was found by Yosys to have 622 cells. Power per standard cell area: 240 mW/mm^2. Per the detail_route report, inserted antenna diodes total 0. With the number of max-slew violations in the final report at 0, the maximum fanout count along the critical path is 11. The tools report the startpoint kind of the worst setup timing path as a primary input. The number of synthesized flops with an enable pin works out to 0.

The run finished with clean final reports. The final routed wirelength across all metal layers came out at 10,500 um. After its last routability iteration, the placer logged a weighted congestion of 0.971. The logs give 0 for the post-CTS resize count and 0 for the max-cap violation count. TritonCTS built the clock tree. The tools report the final number of hold-violating endpoints as 0.

The number of detailed-routing iterations run before antenna repair was 15. The logs give 0.00460 mm^2 for the area figure in the yosys stat output and 0.00460 mm^2 for the netlist area before placement. The run gives 0.204 as the part of the Yosys area used for sequential elements. Synthesis produced a netlist whose cell count is 622.

Number of global-route vias before repair: 3,906. STA classifies the critical path endpoint as a flop. Per the synth log, the flip-flop and latch total comes to 47. After the first detailed-routing iteration, the DRC count stood at 237. The run gives 0 as the number of antenna violations at the first check in global routing. Dominant cell by count in the synthesized netlist: sky130_fd_sc_hd__nor2_1. The routed design shows a wire length per standard cell of 13.8 um. Summing over every cut layer, the via total after detailed routing is 4,593. The run gives 0.223 for the total global-route track usage. The die is 98.0 um tall. For the final routed database, the setup TNS stands at 0 ps. In the final run the clock tree shows a worst skew of 1.18 ps.

The synthesis report lists the Yosys warning total as 5. In this run the static leakage power is 2.00 nW. The report puts the hold buffer count at CTS at 0. The finished cells cover 0.00528 mm^2. The buffer_ports step reported a buffer count of 49. Entering global routing, the biggest net connects 27 pins.

The average instance in the mapped netlist occupies 7.40 um^2. Setup violations remaining at the end of the flow were counted as 0. The vias per cell works out to 6.03. Setup repair after global routing left no endpoint under its margin. The share of flip-flops with an asynchronous set or reset is 0. The first global-routing pass estimated 17,900 um of wire. Setup slack closes at 820 ps.

Looking at the setup timing report, the critical path kind is in -> reg. In the Yosys stats the netlist draws on 98 distinct library cells. With the clock-pin transition on the worst setup and hold timing paths at 70 ps, the worst endpoint required time is 4900 ps. The min-delay analysis places its worst path in the category reg -> reg. The tools report the pre-placement core utilization as 0.523. Relative to the synthesized area, the layout overhead comes to 14.6%. Cell accounting for the most synthesized area: sky130_fd_sc_hd__dfxtp_1.

Clock tree synthesis found a total of 47 sinks. The worst slack on hold paths was 471 ps; the slew at the pin with the worst max-slew slack was 600 ps. The analysis reports a worst IR drop on VDD of 0.251 mV. The core region area came out at 0.00881 mm^2.

The synthesis report lists the most area-consuming cells as sky130_fd_sc_hd__dfxtp_1, sky130_fd_sc_hd__a21oi_1, sky130_fd_sc_hd__nor2_1. Data arrival time at the worst-slack endpoint: 4080 ps. Counting instances in the post-synthesis netlist gives the leading cell types as sky130_fd_sc_hd__nor2_1, sky130_fd_sc_hd__nand2_1, sky130_fd_sc_hd__dfxtp_1, sky130_fd_sc_hd__a21oi_1, sky130_fd_sc_hd__o21ai_0. The commonest register cell is sky130_fd_sc_hd__dfxtp_1. The floorplan step defined a die boundary enclosing 0.00960 mm^2.

The die is 98.0 um wide. The run gives 0 as the number of nets with antenna violations after routing. The OpenROAD warning count is 36, and the area share of the largest cell type after synthesis is 0.204.

The post-placement cell area came out at 0.00512 mm^2. The run gives 52 as the I/O pin count. The pre-CTS setup slack is 534 ps, and the final routed DRC violation total is 0. The share of cells above drive strength 1 was 0.0902.
-- worst max-delay path: stages --
cell                              delay [ps]
sky130_fd_sc_hd__clkdlybuf4s50_1         560
sky130_fd_sc_hd__nor2_1                  250
sky130_fd_sc_hd__inv_1                    80
sky130_fd_sc_hd__ha_1                    290
sky130_fd_sc_hd__o21bai_1                150
sky130_fd_sc_hd__a211oi_1                320
sky130_fd_sc_hd__or2_1                   300
sky130_fd_sc_hd__o31ai_1                 140
sky130_fd_sc_hd__o31ai_1                 290
sky130_fd_sc_hd__o21ai_1                 120
sky130_fd_sc_hd__a221oi_2                300
sky130_fd_sc_hd__nor2_1                  140
sky130_fd_sc_hd__a22oi_1                 200
-- through the flow --
step                      utilization  power, mW  cells
after CTS                       0.599       1.28    762
after global routing            0.599       1.36    762
after global placement          0.581      0.905    750
final                           0.599       1.27    762
after detailed placement        0.581      0.907    750
after floorplan                     -      0.802    622
-- worst paths after layout --
path	startpoint	to	slack, ps	cells past startpoint
max	water_level[6]	water[0][1]$_DFF_P_	820	13
min	counter[0]$_DFF_P_	counter[0]$_DFF_P_	470	1
max reg2reg	counter[2]$_DFF_P_	num_display[0]$_DFF_P_	2530	5
min reg2reg	counter[0]$_DFF_P_	counter[0]$_DFF_P_	470	1
max in group clk1	counter[2]$_DFF_P_	num_display[0]$_DFF_P_	2530	5
min in group clk0	c_time[0]	ctime[0][0]$_DFF_P_	1090	1
-- metal layers --
layer,vias up,GRT usage,routed length (um)
li1,2373,-,-
met1,2073,0.356,5350
met2,134,0.341,4600
met3,13,0.0211,478
met4,0,0.0245,100
met5,-,0,0
-- power by group --
group          total (mW)  switching [mW]  internal (mW)
clock               0.363           0.144          0.219
sequential          0.458          0.0148          0.443
combinational       0.449           0.253          0.196
-- kinds of logic after synthesis --
group / synth area share
AND-OR/OR-AND: 0.334
AND/OR/NAND/NOR: 0.279
flip-flops: 0.204
other: 0.000814
buffers and inverters: 0.0747
multiplexers: 0.0277
adder cells (fa/ha/maj): 0.0568
XOR/XNOR: 0.0226
-- cell type report --
class                   count  area (um^2)
inverters                  34          128
clock inverters             3         46.3
repair buffers             63          596
fillers                   794         3530
clock buffers               9          114
well taps                 108          135
multi-input cells         498         3320
flip-flops and latches     47          941
-- placed cells by master (no fill, tap or decap), drive strengths merged, types with 4 or more instances in the layout --
| master | instances |
|---|---|
| a21oi | 45 |
| nor3 | 15 |
| or2 | 5 |
| nor2 | 59 |
| nand2b | 16 |
| a22oi | 8 |
| inv | 33 |
| a221oi | 4 |
| o21bai | 8 |
| o311ai | 5 |
| o21ai | 44 |
| nand3b | 7 |
| nand3 | 20 |
| nor2b | 15 |
| clkbuf | 9 |
| a211o | 5 |
| o221ai | 5 |
| ha | 16 |
| mux2i | 6 |
| o211ai | 14 |
| a211oi | 8 |
| maj3 | 6 |
| clkdlybuf4s50 | 49 |
| a31oi | 7 |
| buf | 14 |
| xnor2 | 11 |
| nand2 | 54 |
| or3 | 7 |
| and2 | 9 |
| and3 | 4 |
| o22ai | 5 |
| mux2 | 6 |
| o31ai | 8 |
| nand4 | 6 |
| dfxtp | 47 |
| nand4b | 7 |
-- flip-flops by register name, indices dropped and copies added (netlist names) --
name / cells
atime: 8
num_display: 4
cttime: 8
counter: 3
ctime: 8
AN: 8
water: 8
Power and IR drop assume default switching activity.
