==> design/flow/design.v <==
`timescale 1ns / 1ps
module Divider_Time(
        input clk,
        input reset,
        output reg clk_out_m,
        output reg clk_out_s,
        output reg clk_out_beep,
        output reg clk_display
   );
    reg [24:0] counter0; 
    reg [25:0] counter1; 
    reg [26:0] counter2; 
    reg [13:0] counter3; 
    initial counter0 = 0;
    initial counter1 = 0;
    initial counter2 = 0;
    initial counter3 = 0;
    always@(posedge clk)
    begin
        if(reset == 0 || counter0 == 25000000/2) counter0 <= 0;   
        else counter0 <= counter0 + 1;
    end
    always@(posedge clk)
    begin 
        if(reset == 0) clk_out_beep <= 0;
        else if(counter0 == 25000000/2) clk_out_beep <= ~clk_out_beep; 
        else clk_out_beep <= clk_out_beep;
    end
    always@(posedge clk)
    begin  
        if( reset == 0 || counter1 == 50000000/2)  counter1 <= 0; 
        else counter1 <= counter1 + 1;
    end
    always@(posedge clk)
    begin 
        if(reset == 0) clk_out_s <= 0;
        else if(counter1 == 50000000/2) clk_out_s <= ~clk_out_s; 
        else clk_out_s <= clk_out_s;
    end
    always@(posedge clk )
    begin
        if( reset == 0 || counter2 == 100000000/2) counter2 <= 0; 
        else counter2 <= counter2 + 1;
    end
    always@(posedge clk)
    begin 
        if(reset == 0) clk_out_m <= 0;
        else if(counter2 ==100000000/2) clk_out_m <= ~clk_out_m; 
        else clk_out_m <= clk_out_m;
    end
    always@(posedge clk )
    begin
        if( reset == 0 || counter3 == 1<<12) counter3 <= 0; 
        else counter3 <= counter2 + 1;
    end
    always@(posedge clk)
    begin 
        if(reset == 0) clk_display <= 0;
        else if(counter3== 1<<12) clk_display <= ~clk_display; 
        else clk_display <= clk_display;
    end
    endmodule
==> design/flow/run.sh <==
#!/bin/bash
# OpenROAD 26Q1-2900-gdf79404cd8, Yosys 0.63+post, stock flow scripts
make -C /OpenROAD-flow-scripts/flow DESIGN_CONFIG=/design/flow/config.mk WORK_HOME=/design/flow/orfs finish
==> design/flow/config.mk <==
export PLATFORM = sky130hd
export DESIGN_NAME = Divider_Time
export DESIGN_NICKNAME = Divider_Time
export VERILOG_FILES = /design/flow/design.v
export SDC_FILE = /design/flow/constraint.sdc
export NUM_CORES = 4
export LEC_CHECK = 1
export CORE_UTILIZATION = 30
==> design/flow/constraint.sdc <==
current_design Divider_Time

set clk_period 5.4
set clk_io_pct 0.2

create_clock -name clk0 -period $clk_period [get_ports {clk}]

set non_clock_inputs [all_inputs -no_clocks]
set_input_delay [expr $clk_period * $clk_io_pct] -clock clk0 $non_clock_inputs
set_output_delay [expr $clk_period * $clk_io_pct] -clock clk0 [all_outputs]
==> results.sh <==
# source this file to load flow results
export IMPL_grt_overflow_total=0
export IMPL_gp_congestion=0.8119
export IMPL_placed_cells=653
export IMPL_yosysWarningCount=1
export IMPL_tritoncts_clock_tree="built"
export IMPL_hold_violations=0
export IMPL_timing_worst_slew_pin_value_ns=0.4669
export IMPL_worst_endpoint_arrival_ns=1.17
export IMPL_startpoint_of_the_most_critical_hold_path="counter0[22]"
export IMPL_finalMaxSlewViolations=0
export IMPL_warning_count=28
export IMPL_setup_worst_path_class="flip-flop to primary output"
export IMPL_buffer_ports_inserted=5
export IMPL_netlist_area_leader_share=0.4591
export IMPL_hold_path_end="counter0[22]"
export IMPL_grt_use_met1=0.1816
export IMPL_initialDrtViolationCount=262
export IMPL_whs_ns=0.4870
export IMPL_post_synth_inst_count=485
export IMPL_crit_buf_inv=1
export IMPL_ctsResizeCount=0
export IMPL_grt_pass1_wl_um=13820
export IMPL_worstSkewPairLatency_ns=0.33
export IMPL_numClockSinks=96
export IMPL_drt_wirelength_per_cell_um=11.91
export IMPL_critical_path_max_fanout=2
export IMPL_place_detailed_hpwl_um=5397
export IMPL_design_core_area_um2=13400
export IMPL_vias_per_cell=5.013
export IMPL_netlist_cell_type_count=32
export IMPL_synth_flop_count=96
export IMPL_timing_max_slew_rel_slack=0.6887
export IMPL_outcome="finished clean"
export IMPL_setup_viol=0
export IMPL_globalRouteTotalUtil=0.1173
export IMPL_fin_worst_skew_ns=0.006917
export IMPL_vdd_ir_drop_worst_uv=148.8
export IMPL_post_route_cells_drive_above_1_share=0.04462
export IMPL_tns_ns=0
export IMPL_total_length_of_routed_wires_um=7969
export IMPL_timing_hold_worst_path_depth=2
export IMPL_numCtsBuffers=9
export IMPL_syn_to_final_growth_pct=12.61
export IMPL_die_height_um=120.1
export IMPL_r2r_setup_slack_ns=3.17
export IMPL_cp_slowest_stage_delay_ns=0.48
export IMPL_worst_path_cell_chain="clkdlybuf4s50_1"
export IMPL_n_fill_cell=1318
export IMPL_worst_r2r_path_depth=5
export IMPL_rows=42
export IMPL_number_of_remaining_drc_errors=0
export IMPL_first_global_vias=2957
export IMPL_detailroute_via_count=3354
export IMPL_ys_chip_area_um2=4187
export IMPL_core_util_floorplan=0.3124
export IMPL_total_leakage_power_nw=1.460
export IMPL_cts_setup_buffers=0
export IMPL_n_antenna_cell=0
export IMPL_grt_setup_unrepaired="false"
export IMPL_ys_top_cells_by_area="sky130_fd_sc_hd__dfxtp_1, sky130_fd_sc_hd__nor2_1, sky130_fd_sc_hd__xnor2_1, sky130_fd_sc_hd__a21oi_1, sky130_fd_sc_hd__nand4_1"
export IMPL_detailedRoute_firstPassIterationCount=4
export IMPL_ys_seq_frac=0.4591
export IMPL_achievable_frequency_mhz=444.9
export IMPL_holdBufCountCts=0
export IMPL_r2r_start="counter0[0]"
export IMPL_critPathRequiredTime_ns=4.32
export IMPL_busiest_layer="met1"
export IMPL_largest_area_cell="sky130_fd_sc_hd__dfxtp_1"
export IMPL_chipArea_um2=14430
export IMPL_crit_family="buffers and inverters"
export IMPL_power_total_mw=1.388
export IMPL_critical_path_slowest_cell="sky130_fd_sc_hd__clkdlybuf4s50_1"
export IMPL_synth_area_um2=4187
export IMPL_min_path_type="flip-flop to flip-flop"
export IMPL_grtUsageMet2=0.1749
export IMPL_cts_root_buf="sky130_fd_sc_hd__clkbuf_16"
export IMPL_power_density_nw_per_um2=294.4
export IMPL_antenna_found_initial=0
export IMPL_die_boundary_width_um=120.1
export IMPL_grt_max_degree=28
export IMPL_capture_instance_of_the_worst_register_to_register_path="counter0[24]"
export IMPL_clkTransAtPathRegs_ns=0.07
export IMPL_finish_cell_count_without_fillers=669
export IMPL_layout_worst_path_cycle_share=0.4163
export IMPL_timing_critical_path_from_type="flip-flop"
export IMPL_clock_tree_htree_level_count=3
export IMPL_max_clock_path_buffers=2
export IMPL_design_portCount=6
export IMPL_end_kind="primary output"
export IMPL_antenna_violating_nets_post_route=0
export IMPL_total_cells_reported_by_yosys_after_synthesis=485
export IMPL_period_needed_ns=2.248
export IMPL_postSynthAreaPerCell_um2=8.632
export IMPL_maxCapViolCount=0
export IMPL_met3_usage=0.02282
## metal layers
metal	vias up	wire length [um]
met5	-	0
met4	0	77
met3	7	325
met2	57	3554
met1	1532	4012
li1	1758	-
## through the flow
step / cell area, um2 / utilization / setup slack (ns)
floorplan: 4187 / - / 3.423
global placement: 4414 / 0.3294 / 3.125
detailed placement: 4414 / 0.3294 / 3.083
CTS: 4715 / 0.3518 / 3.117
global route: 4715 / 0.3518 / 3.038
finish: 4715 / 0.3518 / 3.152
## synthesized netlist by cell type
cell                        number
sky130_fd_sc_hd__a21oi_1        37
sky130_fd_sc_hd__and2_1          3
sky130_fd_sc_hd__and3_1          5
sky130_fd_sc_hd__and4_1          9
sky130_fd_sc_hd__buf_2           1
sky130_fd_sc_hd__buf_4           2
sky130_fd_sc_hd__clkbuf_1       13
sky130_fd_sc_hd__dfxtp_1        96
sky130_fd_sc_hd__ha_1            6
sky130_fd_sc_hd__inv_1          23
sky130_fd_sc_hd__nand2_1        23
sky130_fd_sc_hd__nand3_1        21
sky130_fd_sc_hd__nand3b_1        1
sky130_fd_sc_hd__nand4_1        27
sky130_fd_sc_hd__nand4_2         2
sky130_fd_sc_hd__nand4b_1        1
sky130_fd_sc_hd__nand4bb_1       1
sky130_fd_sc_hd__nor2_1         67
sky130_fd_sc_hd__nor3_1          6
sky130_fd_sc_hd__nor3b_1         2
sky130_fd_sc_hd__nor4_1          9
sky130_fd_sc_hd__nor4b_1         7
sky130_fd_sc_hd__o21ai_0        21
sky130_fd_sc_hd__o21ai_1         2
sky130_fd_sc_hd__o21ai_2         1
sky130_fd_sc_hd__o31ai_1        13
sky130_fd_sc_hd__o41ai_1         1
sky130_fd_sc_hd__or3_1          24
sky130_fd_sc_hd__or4_1          19
sky130_fd_sc_hd__or4_4           1
sky130_fd_sc_hd__xnor2_1        27
sky130_fd_sc_hd__xor2_1         14
## state kept, by name, summed over array words and instances (netlist names)
signal,cells
clk_display,1
clk_out_beep,1
clk_out_m,1
clk_out_s,1
counter0,25
counter1,26
counter2,27
counter3,14
## cells by family after synthesis
logic type / after synthesis / share of synthesized area
compound gates: 75 / 0.09922
xor+xnor: 41 / 0.08578
simple gates: 228 / 0.3010
buf+inv: 39 / 0.03706
flops: 96 / 0.4591
fa+ha+maj: 6 / 0.01793
## worst max-delay path by stage
stage | start | to | slack (ns) | cells after the start
finish | clk_display | clk_display | 3.15 | 1
global route | counter0[0] | counter0[24] | 3.04 | 5
CTS | clk_display | clk_display | 3.12 | 1
## power by group
| part | internal [mW] | leakage (nW) | total (mW) | switching [mW] |
|---|---|---|---|---|
| clock | 0.373 | 0.139 | 0.631 | 0.258 |
| sequential | 0.715 | 0.775 | 0.723 | 0.00757 |
| combinational | 0.0121 | 0.546 | 0.0341 | 0.0220 |
| total | 1.10 | 1.46 | 1.39 | 0.288 |
## area by class of cell
class,count,area (um2),share of cell area
clock buffer,12,246.5,0.05228
clock inverter,4,53.80,0.01141
sequential,96,1922,0.4076
tap,176,220.2,0.04671
multi-input combinational,350,2113,0.4482
inverter,23,86.33,0.01831
timing repair buffer,8,72.57,0.01539
## placed cells by master, fill, tap and decap left out, types with 2 or more instances in the layout
cell	Yosys	routed
sky130_fd_sc_hd__dfxtp_1	96	96
sky130_fd_sc_hd__or3_1	24	24
sky130_fd_sc_hd__clkbuf_1	13	2
sky130_fd_sc_hd__xor2_1	14	14
sky130_fd_sc_hd__a21oi_1	37	37
sky130_fd_sc_hd__and2_1	3	3
sky130_fd_sc_hd__nor4_1	9	9
sky130_fd_sc_hd__and3_1	5	5
sky130_fd_sc_hd__o21ai_0	21	21
sky130_fd_sc_hd__nor4b_1	7	7
sky130_fd_sc_hd__xnor2_1	27	27
sky130_fd_sc_hd__clkinvlp_4	0	2
sky130_fd_sc_hd__nand2_1	23	23
sky130_fd_sc_hd__nor3b_1	2	2
sky130_fd_sc_hd__o21ai_2	1	2
sky130_fd_sc_hd__inv_1	23	23
sky130_fd_sc_hd__and4_1	9	9
sky130_fd_sc_hd__o31ai_1	13	13
sky130_fd_sc_hd__clkdlybuf4s50_1	0	5
sky130_fd_sc_hd__nand4_2	2	2
sky130_fd_sc_hd__nor2_1	67	67
sky130_fd_sc_hd__nand4_1	27	27
sky130_fd_sc_hd__buf_4	2	3
sky130_fd_sc_hd__clkbuf_16	0	9
sky130_fd_sc_hd__nor3_1	6	6
sky130_fd_sc_hd__nand3_1	21	21
sky130_fd_sc_hd__or4_1	19	19
sky130_fd_sc_hd__ha_1	6	6
Power and IR drop assume default switching activity.
